$ cat flow/design.v
`timescale 1ns / 1ns
module alu8(
    input [7:0] regA, regB,
    input [4:0] opcode,
    input [7:0] flagsIn,
    output reg [7:0] res,
    output reg [7:0] flagsOut
);
    localparam OP_ADD  = 5'b00000;
    localparam OP_ADC  = 5'b00001;
    localparam OP_SUB  = 5'b00010;
    localparam OP_SBC  = 5'b00011;
    localparam OP_CP   = 5'b00100;
    localparam OP_AND  = 5'b00101;
    localparam OP_OR   = 5'b00110;
    localparam OP_XOR  = 5'b00111;
    localparam OP_RL   = 5'b01000;
    localparam OP_RR   = 5'b01001;
    localparam OP_RLA  = 5'b01010;
    localparam OP_RRA  = 5'b01011;
    localparam OP_RLC  = 5'b01100;
    localparam OP_RRC  = 5'b01101;
    localparam OP_RLCA = 5'b01110;
    localparam OP_RRCA = 5'b01111;
    localparam OP_SLA  = 5'b10000;
    localparam OP_SRA  = 5'b10001;
    localparam OP_SRL  = 5'b10010;
    localparam OP_SWAP = 5'b10011;
    localparam OP_BIT  = 5'b10100;
    localparam OP_RES  = 5'b10101;
    localparam OP_SET  = 5'b10110;
    localparam OP_CCF  = 5'b10111;
    localparam OP_SCF  = 5'b11000;
    localparam OP_DAA  = 5'b11001;
    localparam OP_CPL  = 5'b11010;
    reg [4:0] low, high;
    reg [7:0] offsetDAA;
    wire carryInEnable = ((opcode == OP_ADC) || (opcode == OP_SBC)) ? (flagsIn[4]) : 1'b0;
    always @* begin
        res       = 8'b0;
        flagsOut  = 8'b0;
        low       = 5'b0;
        high      = 5'b0;
        offsetDAA = 8'b0;
        case (opcode)
            OP_ADD, OP_ADC: begin
                low = {1'b0, regA[3:0]} + {1'b0, regB[3:0]} + {4'b0000, carryInEnable};
                high = {1'b0, regA[7:4]} + {1'b0, regB[7:4]} + {4'b0000, low[4]};
                {flagsOut[4], res} = {high, low[3:0]};  
                flagsOut[5] = low[4];
                if (res == 0) 
                    flagsOut[7] = 1;
                flagsOut[6] = 0;
            end
            OP_SUB, OP_SBC: begin
                low = {1'b0, regA[3:0]} - {1'b0, regB[3:0]} - {4'b0000, carryInEnable};
                high = {1'b0, regA[7:4]} - {1'b0, regB[7:4]} - {4'b0000, low[4]};
                {flagsOut[4], res} = {high, low[3:0]};  
                flagsOut[5] = low[4];
                if (res == 0) 
                    flagsOut[7] = 1;
                flagsOut[6] = 1;
            end
            OP_CP: begin
                low = {1'b0, regA[3:0]} - {1'b0, regB[3:0]} - {4'b0000, carryInEnable};
                high = {1'b0, regA[7:4]} - {1'b0, regB[7:4]} - {4'b0000, low[4]};
                flagsOut[4] = high[4];
                flagsOut[5] = low[4];
                if ({high[3:0], low[3:0]} == 0)
                    flagsOut[7] = 1;
                flagsOut[6] = 1;
            end
            OP_AND: begin
                res = regA & regB;
                flagsOut[4] = 0;
                flagsOut[5] = 1;
                if (res == 0) 
                    flagsOut[7] = 1;
                flagsOut[6] = 0;
            end
            OP_OR: begin
                res = regA | regB;
                flagsOut[4] = 0;
                flagsOut[5] = 0;
                if (res == 0) 
                    flagsOut[7] = 1;
                flagsOut[6] = 0;
            end
            OP_XOR: begin
                res = regA ^ regB;
                flagsOut[4] = 0;
                flagsOut[5] = 0;
                if (res == 0) 
                    flagsOut[7] = 1;
                flagsOut[6] = 0;
            end
            OP_RL, OP_RLA: begin
                {flagsOut[4], res} = {regA, flagsIn[4]};
                flagsOut[5] = 0;
                flagsOut[7] = (res == 0 && opcode == OP_RL) ? 1'b1 : 1'b0;
                flagsOut[6] = 0;
            end
            OP_RR, OP_RRA: begin 
                {res, flagsOut[4]} = {flagsIn[4], regA};
                flagsOut[5] = 0;
                flagsOut[7] = (res == 0 && opcode == OP_RR) ? 1'b1 : 1'b0;
                flagsOut[6] = 0;
            end
            OP_RLC, OP_RLCA: begin
                {flagsOut[4], res} = {regA, regA[7]};
                flagsOut[5] = 0;
                flagsOut[7] = (res == 0 && opcode == OP_RLC) ? 1'b1 : 1'b0;
                flagsOut[6] = 0;
            end
            OP_RRC, OP_RRCA: begin 
                {res, flagsOut[4]} = {regA[0], regA};
                flagsOut[5] = 0;
                flagsOut[7] = (res == 0 && opcode == OP_RRC) ? 1'b1 : 1'b0;
                flagsOut[6] = 0;
            end
            OP_SLA: begin
                {flagsOut[4], res} = regA << 1;
                flagsOut[5] = 0;
                flagsOut[7] = (res == 0) ? 1'b1 : 1'b0;
                flagsOut[6] = 0;
            end
            OP_SRA, OP_SRL: begin
                {res, flagsOut[4]} = (opcode == OP_SRA) ? {regA[7], regA} : {1'b0, regA};
                flagsOut[5] = 0;
                flagsOut[7] = (res == 0) ? 1'b1 : 1'b0;
                flagsOut[6] = 0;
            end
            OP_SWAP: begin
                res = {regA[3:0], regA[7:4]};
                flagsOut[5] = 0;
                flagsOut[7] = (res == 0) ? 1'b1 : 1'b0;
                flagsOut[6] = 0;
            end
            OP_BIT: begin
                flagsOut[5] = 0;
                flagsOut[6] = 0;
                flagsOut[7] = !(regA[regB[2:0]]);
            end
            OP_RES: begin
                res = regA;
                res[regB[2:0]] = 0;
            end
            OP_SET: begin
                res = regA;
                res[regB[2:0]] = 1;
            end
            OP_CCF: begin
                flagsOut[4] = !flagsIn[4];
                flagsOut[5] = 0;
                flagsOut[6] = 0;
            end
            OP_SCF: begin
                flagsOut[4] = 1;
                flagsOut[5] = 0;
                flagsOut[6] = 0;
            end
            OP_DAA: begin
                if (((flagsIn[6] == 0) && (regA & 8'hF) > 8'h09) || (flagsIn[5] == 1)) begin
                    offsetDAA = offsetDAA | 8'h06;
                end
                if (((flagsIn[6] == 0) && (regA & 8'hF) > 8'h99) || (flagsIn[4] == 1)) begin
                    offsetDAA = offsetDAA | 8'h60;
                end
                if (flagsIn[6] == 0) begin
                    res = regA + offsetDAA;
                end else begin
                    res = regA - offsetDAA;
                    flagsOut[4] = 1;
                end
                flagsOut[5] = 0;
                flagsOut[6] = flagsIn[6];
                flagsOut[7] = !(regA[regB[2:0]]);
            end
            OP_CPL: begin
                res = ~regA;
                flagsOut[5] = 1;
                flagsOut[6] = 1;
            end
            default: begin
            end
        endcase
    end
endmodule
$ cat flow/run.sh
#!/bin/bash
# OpenROAD 26Q1-2900-gdf79404cd8, Yosys 0.63+post, stock flow scripts
make -C /OpenROAD-flow-scripts/flow DESIGN_CONFIG=/design/flow/config.mk WORK_HOME=/design/flow/orfs finish
$ cat flow/config.mk
export PLATFORM = sky130hd
export DESIGN_NAME = alu8
export DESIGN_NICKNAME = alu8
export VERILOG_FILES = /design/flow/design.v
export SDC_FILE = /design/flow/constraint.sdc
export NUM_CORES = 4
export LEC_CHECK = 1
export CORE_UTILIZATION = 30
$ cat flow/constraint.sdc
current_design alu8

set clk_period 6.2
set clk_io_pct 0.2

create_clock -name clk0 -period $clk_period

set non_clock_inputs [all_inputs -no_clocks]
set_input_delay [expr $clk_period * $clk_io_pct] -clock clk0 $non_clock_inputs
set_output_delay [expr $clk_period * $clk_io_pct] -clock clk0 [all_outputs]
==> results.ini <==
[drt]
remaining_drc_errors=0
viasPerCell=5.68
avgRoutedWirePerCell_um=18.5
dr.pass1.iters=5
ant_nets=0
num_vias=3098
drtIter0Drc=353
drt-total-wl_um=10100
n_antenna_cell=0

[power]
comb_power_share_pct=100.0
p_per_area_nw_per_um2=91.9
p_int_uw=166
p_leak_nw=1.61
netSwitchingPower_uw=168
p_seq_share_pct=0
total_power_uw=333
peakVddDrop_v=0.0000404
p_clk_share_pct=0
swShare_pct=50.3

[final_layout]
design_area_um2=3630
drive_gt1_share_pct=29.5
lay_top_cells=69 x buf_4, 38 x ha_1, 27 x nand2_1
layout_top_cell=buf_4
regArea_um2=0
syn_to_final_growth_pct=41.6
final_cell_count_no_fill=545
n_sequential_cell=0
nClkBuffers=0
fin_util_pct=43.9

[setup_path]
path_max_fanout=2
crit_required_ns=4.96
cp_slowest_cell=o22ai_1
end_kind=primary output
cp-start-kind=input port
critPathKind=input port to primary output
slowest_delay_ns=0.18
arrival_ns=5.17
cp_top_family=buffers and inverters
path_common_cell=buf_4
crit_buf_inv=28

[global_routing]
grt_max_degree=18
grt-ovfl-total=0
track_usage_pct=23.3
grt_pass1_wl_um=15400
grt_pass1_vias=2865
antenna_found_initial=0

[timing]
fin_tns_setup_ns=-0.586
hold_viol=0
max_slew_margin_pct=43.0
timing.final.crit_share_pct=103
min_period_ns=6.41
fmax_mhz=156
slew_viol_final=0
setup_viol=5
rsz0062_at_grt=true
worstMarginPinSlew_ns=0.855
worst_slack_ns=-0.213
hold_ws_ns=3.02

[die]
ioPinCount=45
fp_util_pct=31.0
core_area_um2=8260
die_w_um=94.4
die_h_um=94.4
die_area_um2=8910
num_rows=33

[synthesis]
syn_inst=349
synth-compound-area-share_pct=25.2
yosys_cells=349
yosys.area_share.adder_pct=25.8
ys_sh_mux_pct=5.08
synth_area_um2=2560
yosys_area_um2=2560
synth_cell_types=63
top_logic_kind=simple AND/OR/NAND/NOR gates
synthSimpleGateAreaFrac_pct=27.6
syn_avg_cell_area_um2=7.34
synthXorXnorAreaFrac_pct=7.47
synth_seq_share_pct=0
ys_warn_count=1

[run]
maxCapViolCount=0
warnings=58

[placed_design]
placedCellCount=511
numPortBuffers=36
place_ws_ns=-1.04
gp_congestion=0.980
dp_hpwl_um=7530
placed_cell_area_um2=3240

[outcome]
violations=setup timing
run_status=finished with violations

[hold_path]
hold_path.class=input port to primary output

[clocking]
cts.hold.buffers_added=0

-- cells in the mapped netlist, drive strengths merged (3+ instances only) --
library cell,count,share of area [%]
nor3,15,3.5
a222oi,3,1.2
nand2b,11,2.8
clkbuf,10,1.6
o211ai,3,0.88
nand2,29,4.2
a21oi,22,4.3
nand4,6,1.5
fa,8,6.3
o21a,3,0.88
o21ai,14,2.7
a22oi,4,1.2
xor2,10,3.4
mux2i,4,1.6
or2,3,0.73
ha,40,20
mux2,4,1.8
nand3,12,2.3
a221o,4,1.6
nor4,11,3.5
nor2b,7,1.7
nor2,24,3.5
nor3b,3,1.1
buf,11,3.0
o22ai,7,2.0
inv,28,4.1
a31o,4,1.4
xnor2,11,4.1
a31oi,3,0.73
a221oi,8,2.7
-- metal layers --
layer	vias up	share of wire (%)	global-route usage, %
li1	1459	-	-
met4	0	3.6	7.31
met3	28	12	5.47
met2	207	42	34.1
met1	1404	43	33.9
met5	-	0	0
-- cells by family (layout without fill, tap and decap cells) --
logic type | count (synthesis) | count (layout)
other cells | 1 | 4
mux | 10 | 10
xor+xnor | 21 | 21
fa+ha+maj | 48 | 48
simple gates | 129 | 129
compound gates | 91 | 91
buf+inv | 49 | 137
-- path summary, 6_finish.rpt --
kind                      start           to  slack [ns]  cells past startpoint
worst min-delay path  opcode[4]  flagsOut[4]        3.02                      5
worst max-delay path  opcode[0]       res[7]       -0.21                     34
-- cell type report --
class | instances | area (um^2)
timing repair buffer | 109 | 913
tap | 105 | 131
inverter | 28 | 105
multi-input combinational | 303 | 2480
fill | 835 | 4630
-- power by group through the flow --
| stage | clock, mW | combinational [mW] | sequential [mW] |
|---|---|---|---|
| final | 0 | 0.333 | 0 |
| after global routing | 0 | 0.361 | 0 |
| after CTS | 0 | 0.324 | 0 |
-- what timing repair did --
action / in CTS / in global routing
resized: 73 / 7
pin swaps: 9 / 17
setup buffers: 33 / 1
endpoints found under the setup margin: 6 / 6
No activity file was given, so power comes from the tool's default toggle rates.
