**flow/config.mk**
```make
export PLATFORM = sky130hd
export DESIGN_NAME = regfile
export DESIGN_NICKNAME = regfile
export VERILOG_FILES = /design/flow/design.v
export SDC_FILE = /design/flow/constraint.sdc
export NUM_CORES = 4
export LEC_CHECK = 1
export CORE_UTILIZATION = 30
```
**flow/constraint.sdc**
```tcl
current_design regfile

set clk_period 9.8
set clk_io_pct 0.2

create_clock -name clk0 -period $clk_period [get_ports {clk}]

set non_clock_inputs [all_inputs -no_clocks]
set_input_delay [expr $clk_period * $clk_io_pct] -clock clk0 $non_clock_inputs
set_output_delay [expr $clk_period * $clk_io_pct] -clock clk0 [all_outputs]
```
**flow/design.v**
```verilog
`timescale 1ns / 1ns
module regfile(
    input clk,
    input rst, 
    input [1:0] writeEn,
    input writeFlag,
    input [3:0] rdReg1,
    output [7:0] rdData1,
    output [7:0] rdData1Lo,
    input [3:0] rdReg2,
    output [7:0] rdData2,
    output [7:0] rdData2Lo,
    input [7:0] flagData,
    output [7:0] rdFlag,
    input [3:0] wrReg,
    input [15:0] wrData
);
    reg [7:0] regs [10:0];
    reg [7:0] flags;
    assign rdData1 = regs[rdReg1];
    assign rdData1Lo = regs[rdReg1+1];
    assign rdData2 = regs[rdReg2];
    assign rdData2Lo = regs[rdReg2+1];
    assign rdFlag = flags;
    always @(posedge clk) begin
        if (rst) begin
            for (int i = 0; i < 11; i=i+1) begin
                regs[i] <= 0;
            end
        end else begin
            case(writeEn)
                1: regs[wrReg] <= wrData[7:0];
                2: begin
                    regs[wrReg] <= wrData[15:8];
                    regs[wrReg+1] <= wrData[7:0];
                end
                default: begin end
            endcase  
            if (writeFlag) begin
                flags <= flagData;
            end
        end
    end
endmodule
```
**flow/run.sh**
```bash
#!/bin/bash
# OpenROAD 26Q1-2900-gdf79404cd8, Yosys 0.63+post, stock flow scripts
make -C /OpenROAD-flow-scripts/flow DESIGN_CONFIG=/design/flow/config.mk WORK_HOME=/design/flow/orfs finish
```
==> qor.csv <==
stage,metric,value,unit
power,power.leakage,4.053,nW
setup_path,cpMaxStageDelayCell,clkdlybuf4s50_1,
yosys,ff_type,edfxtp_1,
worst_hold_path,hold_class,in2reg,
clock_network,cts_buffers,17,
final_timing,timing.fmax,0.1429,GHz
clock_network,cts.reportedPaths.clkPinSlew,0.06,ns
yosys,numSynthFlops,136,
drt,via_per_inst,6.079,
flow_run,maxCapViolations,0,
worst_hold_path,whs_path_depth,1,
yosys,ys_seq_share,39.62,%
drt,wire_per_inst,26.64,um
drt,first_iter_violations,730,
setup_path,path_cells,clkdlybuf4s50_1 > buf_4 > ha_1 > xor2_4 > buf_4 > mux2i_1 > a221oi_1 > a32o_1 > clkdlybuf4s50_1,
yosys,synth_warnings,1,
power,ir_drop,0.1067,mV
power,power.total,1.764,mW
clock_network,hold_buffers,0,
global_route,grt_max_degree,46,
floorplanning,dieArea,35110,um^2
global_route,grt_pass1_vias,8413,
drt,first_pass_iters,6,
clock_network,cts_resized,0,
yosys,synth_area,10310,um^2
global_route,grt_overflow_total,0,
floorplanning,die_w,187.4,um
setup_path,critical_path_class,in2out,
placed_design,io_buffers,80,
drt,vias,8474,
cells_and_area,syn2layout_area_growth,16.84,%
setup_path,critical_path_arrival,5.04,ns
flow_run,warnings,25,
clock_network,postCtsSetupBuffers,0,
setup_path,path_buffers,4,
setup_path,start_kind,primary input,
run_status,outcome,"finished, final reports clean",
drt,wirelength,37.14,mm
yosys,synth_area_per_cell,11.39,um^2
setup_path,max_stage_delay,0.49,ns
final_timing,period_used_share,71.40,%
global_route,grt_first_pass_wirelength,54.81,mm
setup_path,cp.required,7.84,ns
final_timing,tightest_slew,0.9993,ns
cells_and_area,drive_above_1_share,16.07,%
worst_hold_path,hold_path_end,flags[7],
floorplanning,die-height,187.4,um
final_timing,slew_headroom,33.38,%
yosys,synth_cells,905,
final_timing,slew_violations,0,
drt,drc_errors,0,
final_timing,post-route-min-period,6.998,ns
setup_path,crit_fanout,40,
power,power_density,146.4,nW/um^2
setup_path,cp-end-kind,output pin,
final_timing,final_hold_viol_count,0,
floorplanning,rows,67,
clock_network,cts_tree,done,
drt,antenna_cells,0,
worst_hold_path,min_from,flagData[7],
clock_network,cts.sinks,136,
final_timing,rsz0062_at_grt,no,
setup_path,crit_family,buffers and inverters,
clock_network,ctsLongestPathBuffers,2,
floorplanning,ios,81,
clock_network,cts.htree.levels,4,
placed_design,gp_congestion,0.9909,
yosys,yosysChipArea,10310,um^2
final_timing,finalSetupTns,0,ns
yosys,ys_cells,905,
floorplanning,fp-utilization,30.59,%
yosys,edf_count,136,
floorplanning,core,33700,um^2
clock_network,clockRootBuffer,clkbuf_16,
placed_design,dp_hpwl,26.69,mm
global_route,grt_util_all_layers,22.22,%
yosys,synth_cell_types,56,
final_timing,final-setup-viol-count,0,
yosys,synthArstFlopShare,0,%
global_route,antenna_found_initial,0,
drt,ant_nets,0,
==> registers in the layout (all words and copies together), names as in the netlist <==
name,flops
regs,128
flags,8
==> through the flow <==
stage	setup WS, ns	util [%]	instances	cell area (um^2)	hold slack, ns
global route	2.653	35.74	1394	12040	2.094
CTS	2.799	35.74	1394	12040	2.081
finish	2.802	35.74	1394	12040	2.090
floorplan	4.314	-	905	10310	2.059
global placement	2.809	33.94	1364	11440	2.518
detailed placement	2.817	33.94	1364	11440	2.521
==> layout make-up <==
type	count	area [um^2]
fillers	3299	21660
multi-input cells	671	5791
flip-flops and latches	136	4084
repair buffers	106	991.0
well taps	448	560.5
clock buffers	17	425.4
clock inverters	13	181.4
inverters	3	11.26
==> worst max path at each step <==
stage	from	depth (start not counted)	endpoint	slack (ns)
4_1_cts	rdReg1[1]	9	rdData1Lo[5]	2.80
6_report	rdReg1[1]	9	rdData1Lo[5]	2.80
5_1_grt	rdReg1[1]	9	rdData1Lo[5]	2.65
==> placed cells by master (no fill, tap or decap), types with 4 or more instances in the layout <==
cell type        netlist  final
nand2_1              153    153
mux2i_1              151    151
edfxtp_1             136    136
clkdlybuf4s50_1        0     78
o22ai_1               72     72
mux4_2                64     64
a221oi_1              47     47
nand3_1               39     39
buf_4                 12     28
a22oi_1               24     24
o21ai_0               17     17
clkbuf_16              0     17
a32o_1                15     15
nor2b_1               11     11
nand3b_1               9      9
or2_2                  8      8
nor2_1                 6      6
and2_1                 4      4
xnor2_2                2      4
o21bai_1               4      4
clkinv_2               0      4
bufinv_16              0      4
==> synth_stat cells (all sizes together) (2+ instances only) <==
library cell / instances / area, um^2
a21boi: 4 / 33.78
a41o: 3 / 30.03
inv: 3 / 11.26
ha: 3 / 37.54
nor3b: 4 / 51.30
edfxtp: 136 / 4084
xnor2: 5 / 58.81
a22oi: 24 / 180.2
a221oi: 47 / 411.6
clkbuf: 36 / 135.1
buf: 59 / 325.3
a21oi: 3 / 26.28
xor2: 2 / 32.53
nand2b: 3 / 18.77
or2: 8 / 50.05
o21ai: 19 / 98.84
mux2i: 151 / 1511
and2: 4 / 25.02
nand3b: 9 / 67.56
o22ai: 72 / 450.4
nor2b: 11 / 68.82
nor2: 6 / 22.52
nor3: 2 / 15.01
a32o: 15 / 150.1
nand3: 40 / 205.2
o21bai: 4 / 30.03
or3b: 2 / 20.02
nand2: 154 / 580.6
mux4: 64 / 1441
==> layer usage <==
layer	share of wire, %	track usage (%)	vias to the layer above
met5	0.20	2.335	-
met3	12	9.655	100
met1	37	28.25	4162
met4	4.1	7.286	2
li1	-	-	3704
met2	47	34.57	506
==> logic make-up (layout without fill, tap and decap cells) <==
kind of cell               Yosys count  count (layout)  share of synthesized area, %
AOI/OAI and AO/OA                  197             197                         14.31
buffers and inverters               98             139                         4.576
and+or+nand+nor                    249             249                         11.60
muxes                              215             215                         28.64
adders and majority gates            3               3                        0.3642
DFF                                136             136                         39.62
xor gates and xnor gates             7               7                        0.8861
==> power by group <==
group	total (mW)	internal [mW]	switching, mW
Clock	0.666	0.421	0.244
Sequential	0.712	0.674	0.0385
Combinational	0.386	0.182	0.204
Power and IR drop assume default switching activity.
